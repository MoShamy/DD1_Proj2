==> /design/flow/design.v <==
module Multiplier( 
  input [7:0] multiplicand,
  input [7:0] multiplier,
  input  start,
  input clk, 
  output reg [15:0] product,
  output reg done,
  output reg sign
  );
  wire [15:0] w1;  
  wire [7:0] w2;   
  wire [3:0] count;
  reg [3:0]  count;
  reg [7:0] plicand;
  reg [7:0] pliar;
  shift_left_register cand (.muliplicand({8'b0,plicand}), .load(start), .clk(clk), .q(w1));  
  shift_right_register plier (.multiplier(pliar), .load(start), .clk(clk), .q(w2));
  modulo_9_counter cnrt (.clk(clk), .rst(start), .en(~start) , .count(count));
  always @ (posedge clk) 
  begin 
    if (start) 
    begin 
    product = 16'b0;
    done = 1'b0;
    sign = multiplicand[7] ^ multiplier[7];
    if(multiplicand[7]) 
    begin
      plicand = ~multiplicand +1'b1;  
    end else
      plicand = multiplicand;
    if(multiplier[7])
    begin
      pliar = ~multiplier +1'b1;  
    end else
      pliar = multiplier;
    end else begin
      if(count == 4'd7) 
        done = 1'b1;
      product <= product + (w2[0]? w1 : 16'b0);
    end
  end
endmodule
module counter #(parameter x= 4, parameter n = 10)
(
    input clk, reset, en, output reg [x-1:0]count
);
always @(posedge clk, posedge reset) 
    begin
        if (reset == 1'b1)
            count <= 3'd0; 
        else if (en)
        begin
            if(count == n-1)
                count <= 3'd0; 
            else
                count <= count + 1'b1; 
        end
    end
endmodule
module modulo_9_counter
(
    input clk, rst, en, output [3:0]count
);
counter #(4,9) bc (.clk(clk), .reset(rst), .en(en), .count(count));
endmodule
module shift_left_register(
  input [15:0] muliplicand,
  input load,
  input clk,
  output reg [15:0] q
  );
always @(posedge clk) 
  begin 
    if(load)
      q <= muliplicand;
    else 
      q <= {q[14:0], 1'b0};
  end
endmodule
module shift_right_register(
  input [7:0] multiplier,
  input load,
  input clk,
  output reg [7:0] q
  );
always @(posedge clk)
  begin 
  if(load)
    q <= multiplier;
  else begin
    q <= {1'b0,q[7:1]};
  end 
end
endmodule
==> /design/flow/run.sh <==
#!/bin/bash
# OpenROAD 26Q1-2900-gdf79404cd8, Yosys 0.63+post, stock flow scripts
make -C /OpenROAD-flow-scripts/flow DESIGN_CONFIG=/design/flow/config.mk WORK_HOME=/design/flow/orfs finish
==> /design/flow/config.mk <==
export PLATFORM = sky130hd
export DESIGN_NAME = Multiplier
export DESIGN_NICKNAME = Multiplier
export VERILOG_FILES = /design/flow/design.v
export SDC_FILE = /design/flow/constraint.sdc
export NUM_CORES = 4
export LEC_CHECK = 1
export CORE_UTILIZATION = 30
==> /design/flow/constraint.sdc <==
current_design Multiplier

set clk_period 7.4
set clk_io_pct 0.2

create_clock -name clk0 -period $clk_period [get_ports {clk}]

set non_clock_inputs [all_inputs -no_clocks]
set_input_delay [expr $clk_period * $clk_io_pct] -clock clk0 $non_clock_inputs
set_output_delay [expr $clk_period * $clk_io_pct] -clock clk0 [all_outputs]
==> impl_metrics.toml <==
# flow metrics
[run_status]
status = "finished clean"

[global_routing]
grt_max_degree = 65
grt_pass1_wl_um = 8514
grtUsageTotal = 0.1052
antenna_found_initial = 0
grt_overflow_total = 0
grt_pass1_vias = 1946

[sta]
post-route-min-period_ns = 2.983
setup_viol = 0
hold_viol = 0
relSlewSlack = 0.5351
fmax_mhz = 335.3
tightest_slew_ns = 0.6974
rsz0062_at_grt = "false"
finalClockPeriodUsage = 0.4031
skew_ns = 0.007971
slew_viol_final = 0
finalWorstSetupSlack_ns = 4.417
fin_tns_setup_ns = 0

[run]
warnings = 26
maxCapViolCount = 0

[setup_path]
cpPeakStageDelay_ns = 0.55
cp-end-kind = "flip-flop"
critPathSlowestCell = "buf_4"
critPathMaxFanout = 64
cp_cell_sequence = "buf_2 -> buf_4 -> clkinv_1 -> and3_2 -> a211o_1"
r2r.worst_path.cells = 8
cp.arrival_ns = 3.20
worstSetupStartpointType = "input port"
cp_data_required_time_ns = 7.62
critPathKind = "input port to flip-flop"
path_depth = 5
critPathBufInv = 3
cpLargestDelayFamily = "buffers and inverters"

[clock_network]
cts.clk_slew.worst_paths_ns = 0.06
clock_path_buffers = 2
cts_tree = "built"
post_cts_resized = 0
cts_max_level = 3
holdBufCountCts = 0
cts_setup_buffers = 0
cts_buffers = 9
clkSinkCount = 62
clk_latency_ns = 0.32
cts-root-buf = "clkbuf_8"

[synth]
edf_count = 17
synth_warnings = 4
syn_inst = 276
avgSynthCellArea_um2 = 10.78
yosys.stat.chipArea_mm2 = 0.002974
async_flop_share = 0.06452
syn_area_mm2 = 0.002974
ys_cells = 276
ys_seq_share = 0.4813
ys_ff = 62
yosysUniqueCellTypes = 46
flop_cell = "dfxtp_1"

[cells_and_area]
drive_above_1_share = 0.1164
utilization = 0.3842
syn_to_final_growth_pct = 21.62
lay_top_count = "dfxtp_1"
lay_top_cells = "dfxtp_1 (41), clkdlybuf4s50_1 (34), ha_1 (19)"
fillers = 897
design_area_mm2 = 0.003617

[min_path]
min_path_type = "flip-flop to flip-flop"
whs_path_depth = 1

[floorplan]
die_h_um = 101.6
pin_count = 36
row_count = 35
fp-utilization = 0.3159
chip_area_mm2 = 0.01032
die_width_um = 101.6
core_mm2 = 0.009415

[pwr]
ir_drop_mv = 0.09625
powerDensity_mw_per_mm2 = 251.5
p_leak_uw = 0.001447
totalPowerFinal_uw = 909.9

[placement]
hpwl_um = 3553
routabilityCongestion = 0.8941
pre_cts_slack_ns = 4.057
postPlaceCellArea_mm2 = 0.003436
port-buffer-count = 35

[drt]
drt_pass1_iterations = 4
wl_um = 5011
n_antenna_cell = 0
postRouteAntennaNets = 0
via_per_inst = 4.546
dr.first_iter.drc_count = 110
drc_errors = 0
vias = 2032
avgRoutedWirePerCell_um = 11.21
==> routing by layer <==
layer,global-route usage,share of wire
met1,0.1569,0.50
met2,0.1611,0.42
met3,0.02451,0.067
met4,0.02230,0.015
met5,0,0
==> synth_stat cells (all sizes together) (2+ instances only) <==
master,instances,area share
dfxtp,41,0.28
ha,19,0.080
and2,18,0.038
edfxtp,17,0.17
mux2,17,0.064
o21ai,17,0.029
nor2,14,0.018
xnor2,14,0.041
a21oi,13,0.022
nand2,13,0.016
nor2b,11,0.023
inv,8,0.010
xor2,7,0.021
clkbuf,6,0.0076
a31oi,5,0.016
and3,5,0.012
a21o,4,0.010
buf,4,0.010
dfrtp,4,0.034
nand2b,4,0.0084
nor3,4,0.0067
or3,4,0.0084
nand4,3,0.0063
o211ai,3,0.0076
o21a,3,0.0076
o31ai,3,0.0076
nor4b,2,0.0059
==> worst reg2reg max path: stages (launching register included) <==
cell      delay (ns)
dfxtp_1         0.43
and2_1          0.20
ha_1            0.21
fa_1            0.43
a21o_1          0.23
a221oi_1        0.45
o21ai_1         0.17
o21a_1          0.19
nor3_1          0.17
==> final timing paths <==
check | from | end | slack (ns)
setup / recovery | start | product[12] | 4.42
hold / removal | pliar[7] | plier.q[7] | 0.45
setup reg to reg | plier.q[0] | product[14] | 4.84
hold reg to reg | pliar[7] | plier.q[7] | 0.45
max in group asynchronous | start | cnrt.bc.count[2] | 5.70
min in group asynchronous | start | cnrt.bc.count[0] | 1.51
==> final cells by class <==
class                      instances  area, um^2  share of cell area
sequential                        62        1431              0.3957
timing repair buffer              36       352.8             0.09754
inverter                           9       33.78            0.009339
tap                              129       161.4             0.04462
clock buffer                      15       176.4             0.04877
clock inverter                     1       5.005            0.001384
multi-input combinational        195        1456              0.4026
==> flip-flops by register name (all words and copies together) (netlist names) <==
register,count
cand.q,16
product,16
pliar,8
plicand,8
plier.q,8
cnrt.bc.count,4
done,1
sign,1
==> stage by stage <==
stage,hold slack [ns],instances
CTS,0.4544,447
global route,0.4584,447
floorplan,0.4130,276
detailed placement,0.4382,431
global placement,0.4323,431
finish,0.4518,447
==> power by group <==
part	internal [uW]	switching [uW]
combinational	114	95.4
clock	149	118
sequential	401	32.1
total	664	246
==> kinds of logic after synthesis <==
group | Yosys count | share of synthesized area
compound gates | 57 | 0.1304
xor+xnor | 21 | 0.06184
fa+ha+maj | 20 | 0.08666
buf+inv | 19 | 0.02902
flops | 62 | 0.4813
mux | 17 | 0.06437
simple gates | 80 | 0.1464
No activity file was given, so power comes from the tool's default toggle rates.
